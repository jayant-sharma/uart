<file path="flow/design.v">
`timescale 1ns / 1ps
module fsm_ADC
(
	input 			       clk,
	input 			       rst,
	input 			       rd,
	input 			       wr,
	input	       [6:0]   addr,
	input          [15:0]  data_in,
	output	reg    [15:0]  data_out,
	output	reg		       valid,
    input                  jtaglocked,
	input 			       busy,
	input 			       drdy,
	input 			       eoc,
	input                  eos,
	input          [4:0]   channel,
	input          [15:0]  dout,
	output 	reg            dwe,
	output 	reg            den,
	output 	reg    [6:0]   daddr,
	output 	reg    [15:0]  din
);
parameter [1:0]
	IDLE 	= 2'b00,
	WRITE 	= 2'b01,
	READ 	= 2'b10;
reg [1:0] state;
initial begin
	state <= IDLE;
	din <= 16'h0000;
	daddr <= 7'h00;
	den <= 1'b0;
	dwe <= 1'b0;
	valid <= 1'b0;
	data_out <= 16'h0000;
end
always@(posedge clk or posedge rst) begin
	if(rst)
		state <= IDLE;
	else begin
		case(state)
			IDLE: begin
				din <= 16'h0000;
				daddr <= 7'h00;
				den <= 1'b0;
				dwe <= 1'b0;
				valid <= 1'b0;
				data_out <= 16'h0000;
				if(!busy) begin
					if(eoc || eos) begin
						if(rd && !wr) begin
							den <= 1'b1;
							dwe <= 1'b0;
							daddr <= 7'h03;
							state <= READ;
						end
						else if(wr && !rd) begin
							den <= 1'b1;
							dwe <= 1'b1;
							din <= data_in;
							daddr <= addr;
							state <= WRITE;
						end
					end
				end
			end
			WRITE: begin
				den <= 1'b0;
				dwe <= 1'b0;
				if(drdy) begin
					valid <= 1'b1;
					state <= IDLE;
				end
			end
			READ: begin
				den <= 1'b0;
				dwe <= 1'b0;
				if(drdy) begin
					data_out <= dout;
					valid <= 1'b1;
					state <= IDLE;
				end
			end
		endcase
	end
end
endmodule
</file>
<file path="flow/run.sh">
#!/bin/bash
# OpenROAD 26Q1-2900-gdf79404cd8, Yosys 0.63+post, stock flow scripts
make -C /OpenROAD-flow-scripts/flow DESIGN_CONFIG=/design/flow/config.mk WORK_HOME=/design/flow/orfs finish
</file>
<file path="flow/config.mk">
export PLATFORM = sky130hd
export DESIGN_NAME = fsm_ADC
export DESIGN_NICKNAME = fsm_ADC
export VERILOG_FILES = /design/flow/design.v
export SDC_FILE = /design/flow/constraint.sdc
export NUM_CORES = 4
export LEC_CHECK = 1
export CORE_UTILIZATION = 40
</file>
<file path="flow/constraint.sdc">
current_design fsm_ADC

set clk_period 3.6
set clk_io_pct 0.2

create_clock -name clk0 -period $clk_period [get_ports {clk}]

set non_clock_inputs [all_inputs -no_clocks]
set_input_delay [expr $clk_period * $clk_io_pct] -clock clk0 $non_clock_inputs
set_output_delay [expr $clk_period * $clk_io_pct] -clock clk0 [all_outputs]
</file>
==> flow_summary.yaml <==
# generated from flow reports
outcome:
  status: "finished clean"
cts:
  post-cts-setup-buffers: 0
  cts_resized: 0
  clkSinkCount: 44
  cts_made_buffers: 5
  insertion_delay_ns: 0.29
  htree_levels: 2
  clk_pin_slew_ns: 0.07
  tritoncts: "yes"
  cts_max_path_buffers: 2
  root_buffer: "clkbuf_8"
  ctsHoldBuffers: 0
final_layout:
  fill_cells: 303
  layout-drive-gt1-share_pct: 5.19
  fin_area_mm2: 0.00284
  area_growth_syn_to_layout_pct: 55.5
logic_synthesis:
  syn_area_mm2: 0.00182
  avgSynthCellArea_um2: 15.4
  ys_cells: 118
  ys.flops: 44
  synth-simple-area-share_pct: 16.5
  synth_top_cell_by_area: "edfxtp_1"
  ys_chip_area_mm2: 0.00182
  yosysUniqueCellTypes: 20
  xor_share_pct: 0
  synthMuxAreaShare_pct: 1.10
  ys.warnings.count: 1
  synthTopLogicFamily: "simple AND/OR/NAND/NOR gates"
  top_cell_area_share_pct: 69.2
  synth_adder_area_share_pct: 4.12
  synth.area.top_cells: "edfxtp_1 69%, and2_1 13%, ha_1 4.1%"
  ys_seq_share_pct: 71.9
  synth.cellmix.compoundShare_pct: 3.36
  syn_inst: 118
sta:
  setup_violations: 0
  max_freq_mhz: 461
  tns_ns: 0
  period_used_pct: 60.2
  fin_skew_ns: 0.00293
  worst_pin_slew_ns: 0.644
  slew_viol_final: 0
  hold_violations: 0
  rsz0062_at_grt: "false"
  min_period_ns: 2.17
  max_slew_margin_pct: 57.0
critical_path:
  crit_chain: "clkdlybuf4s50_1, inv_1, ha_1, nor3b_4, and2_1"
  cp_max_fo: 21
  crit_path_start_kind: "input pin"
  cp_slowest_cell: "nor3b_4"
  max_stage_delay_ns: 0.60
  worstSetupPathType: "input pin to register"
  endpoint_kind: "register"
  crit_arrival_ns: 2.32
  cp.required_ns: 3.76
floorplan:
  io_pins: 95
  fp.coreArea_mm2: 0.00435
  die_area_mm2: 0.00483
  num_rows: 24
  die_w_um: 69.5
  die_y_um: 69.5
  fp_util_pct: 41.9
job:
  warnings: 36
  drv_cap: 0
placed_design:
  port_buffers: 88
  dp_hpwl_um: 2600
  gp_congestion: 0.816
  placed_area_mm2: 0.00276
routing:
  diodes: 0
  num_vias: 1198
  first_iter_violations: 62
  finalWirelength_um: 3580
  ant_nets: 0
  routed_via_density: 4.54
  dr.pass1.iters: 4
  post_drt_wl_per_cell_um: 13.6
  drc_errors: 0
pwr:
  swShare_pct: 23.1
  peakVddDrop_uv: 351
  p_switching_uw: 350
  p_int_mw: 1.17
  leakagePower_nw: 1.06
  power_density_mw_per_mm2: 535
  power_frac_comb_pct: 30.3
  clock_power_share_pct: 19.0
  p_seq_share_pct: 50.7
worst_hold_path:
  worstHoldPathType: "register to register"
grt:
  grtUsageTotal_pct: 16.2
  grt_pass1_wl_um: 5780
  grt_max_degree: 24
  antenna_found_initial: 0
  first_global_vias: 1175
  grt_overflow: 0
[worst max-delay path: cells and delay by family]
kind,cells,cell delay (ns)
adders and majority gates,1,0.26
and+or+nand+nor,2,0.82
buffers and inverters,2,0.53
[cell families after synthesis]
logic type / Yosys count
DFF: 44
AOI/OAI and AO/OA: 7
and+or+nand+nor: 49
muxes: 2
adders and majority gates: 6
buffers and inverters: 10
[power by group through the flow]
stage | clock, mW | combinational [mW] | sequential (mW)
4_1_cts | 0.298 | 0.466 | 0.771
5_1_grt | 0.320 | 0.502 | 0.783
6_report | 0.288 | 0.459 | 0.769
[layout by cell type (no fill, tap or decap)]
cell type / Yosys / final
inv_1: 6 / 6
clkbuf_1: 1 / 2
nor2_1: 6 / 6
o2bb2ai_1: 1 / 1
nor2b_2: 0 / 1
a21oi_1: 3 / 3
nand2_1: 2 / 2
nor4b_1: 1 / 1
clkinv_1: 0 / 1
o21ai_2: 1 / 1
clkbuf_8: 0 / 5
mux2i_1: 2 / 2
and2_1: 37 / 37
a32o_1: 1 / 1
dfrtp_1: 2 / 2
edfxtp_1: 42 / 42
clkdlybuf4s50_1: 0 / 88
buf_4: 0 / 2
o21bai_4: 1 / 1
nor3b_4: 1 / 1
ha_1: 6 / 6
nor4_1: 1 / 1
[path summary, 6_finish.rpt]
check                      cells past startpoint  slack (ns)     start     endpoint
max                                            5        1.43        wr       din[4]
min                                            1        0.57  state[0]     state[0]
max reg2reg                                    5        1.74  state[0]  data_out[8]
min reg2reg                                    1        0.57  state[0]     state[0]
max in group asynchronous                      2        2.76       rst     state[0]
min in group asynchronous                      2        0.73       rst     state[1]
[Yosys cell counts (all sizes together)]
| master | n |
|---|---|
| edfxtp | 42 |
| and2 | 37 |
| ha | 6 |
| inv | 6 |
| nor2 | 6 |
| a21oi | 3 |
| buf | 3 |
| dfrtp | 2 |
| mux2i | 2 |
| nand2 | 2 |
| a32o | 1 |
| clkbuf | 1 |
| nor2b | 1 |
| nor3b | 1 |
| nor4 | 1 |
| nor4b | 1 |
| o21ai | 1 |
| o21bai | 1 |
| o2bb2ai | 1 |
[layer usage]
| metal | global-route usage (%) | routed length, um | vias to the layer above |
|---|---|---|---|
| met2 | 21.6 | 1620 | 53 |
| met3 | 5.46 | 253 | 4 |
| met4 | 1.81 | 28 | 0 |
| met1 | 29.5 | 1680 | 548 |
| met5 | 0 | 0 | - |
| li1 | - | - | 593 |
[sequential cells by signal, summed over array words and instances (netlist names)]
| signal | count |
|---|---|
| daddr | 7 |
| data_out | 16 |
| den | 1 |
| din | 16 |
| dwe | 1 |
| state | 2 |
| valid | 1 |
[stage by stage]
step | power (mW) | worst slack (ns) | cells | hold WS [ns] | util [%]
2_1_floorplan | 0.916 | 1.42 | 118 | 0.461 | -
3_3_place_gp | 1.24 | 1.17 | 256 | 0.527 | 63.3
3_5_place_dp | 1.25 | 1.11 | 256 | 0.549 | 63.3
4_1_cts | 1.54 | 1.41 | 264 | 0.569 | 65.1
5_1_grt | 1.61 | 1.30 | 264 | 0.607 | 65.1
6_report | 1.52 | 1.43 | 264 | 0.567 | 65.1
[area by class of cell]
type	instances	area, um^2	area share (%)
multi-input cells	64	460	16.2
clock inverters	1	3.75	0.132
clock buffers	7	76.3	2.69
inverters	6	22.5	0.794
well taps	52	65.1	2.29
flip-flops and latches	44	1310	46.2
repair buffers	90	896	31.6
Power is estimated from default activity; no workload was simulated.
